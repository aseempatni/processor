$ cat flow/run.sh
#!/bin/bash
# OpenROAD 26Q1-2900-gdf79404cd8, Yosys 0.63+post, stock flow scripts
make -C /OpenROAD-flow-scripts/flow DESIGN_CONFIG=/design/flow/config.mk WORK_HOME=/design/flow/orfs finish
$ cat flow/config.mk
export PLATFORM = sky130hd
export DESIGN_NAME = thirtytwobitlookaheadadder
export DESIGN_NICKNAME = thirtytwobitlookaheadadder
export VERILOG_FILES = /design/flow/design.v
export SDC_FILE = /design/flow/constraint.sdc
export NUM_CORES = 4
export LEC_CHECK = 1
export CORE_UTILIZATION = 30
$ cat flow/constraint.sdc
current_design thirtytwobitlookaheadadder

set clk_period 14.1
set clk_io_pct 0.2

create_clock -name clk0 -period $clk_period

set non_clock_inputs [all_inputs -no_clocks]
set_input_delay [expr $clk_period * $clk_io_pct] -clock clk0 $non_clock_inputs
set_output_delay [expr $clk_period * $clk_io_pct] -clock clk0 [all_outputs]
$ cat flow/design.v
`timescale 1ns / 1ps
module carrylookahead4bit(output [3:0]S,output g,output p,input [3:0]A,input [3:0]B,input C);
	wire [3:0]P;
	wire [3:0]G;
	generate_propogate GP0(G[0],P[0],A[0],B[0]);
	generate_propogate GP1(G[1],P[1],A[1],B[1]);
	generate_propogate GP2(G[2],P[2],A[2],B[2]);
	generate_propogate GP3(G[3],P[3],A[3],B[3]);
	wire t0,t1,t2,t3,t4,t5,t6,t7,t8,t9,C1,C2,C3,g0,g1,g2;
	and m0(t0,P[0],C);
	and m1(t1,P[1],G[0]);
	and m2(t2,P[1],P[0],C);
	and m3(t3,P[2],G[1]);
	and m4(t4,P[2],P[1],G[0]);
	and m5(t5,P[2],P[1],P[0],C);
	and m6(t6,P[3],G[2]);
	and m7(t7,P[3],P[2],G[1]);
	and m8(t8,P[3],P[2],P[1],G[0]);
	and m9(t9,P[3],P[2],P[1],P[0],C);
	or  n1(C1,G[0],t0);
	or  n2(C2,G[1],t1,t2);
	or  n3(C3,G[2],t3,t4,t5);
	xor s0(S[0],A[0],B[0],C);
	xor s1(S[1],A[1],B[1],C1);
	xor s2(S[2],A[2],B[2],C2);
	xor s3(S[3],A[3],B[3],C3);
	and f0(g0,P[3],G[2]);
	and f1(g1,P[3],P[2],G[1]);
	and f2(g2,P[3],P[2],P[1],G[0]);
	and f3(p,P[3],P[2],P[1],P[0]);
	or  f4(g,G[3],g0,g1,g2);
endmodule
`timescale 1ns / 1ps
module generate_propogate(output G,output P,input a,input b);
	and (G,a,b);
	or  (P,a,b);
endmodule
`timescale 1ns / 1ps
module internibblecarrylookahead16bit(output [15:0]S, output cout, input [15:0]A, input [15:0]B, input cin);
	wire [3:1]C;
	wire [3:0]GG;
	wire [3:0]PG;
	wire t0,t2,t3,t4,t5,t6,t7,t8,t9,t10;
	carrylookahead4bit fun0(S[3:0], GG[0], PG[0], A[3:0], B[3:0], cin);
	carrylookahead4bit fun1(S[7:4], GG[1], PG[1], A[7:4], B[7:4], C[1]);
	carrylookahead4bit fun2(S[11:8], GG[2], PG[2], A[11:8], B[11:8], C[2]);
	carrylookahead4bit fun3(S[15:12], GG[3], PG[3], A[15:12], B[15:12], C[3]);
	and a0(t0, PG[0], cin);
	or  a1(C[1], GG[0], t0);
	and a2(t2, PG[1], GG[0]);		
	and a3(t3, PG[1], PG[0], cin);		
	or  a4(C[2], GG[1], t2, t3);
	and a5(t4, PG[2], GG[1]);		
	and a6(t5, PG[2], PG[1], GG[0]);
	and a7(t6, PG[2], PG[1], PG[0], cin);
	or  a8(C[3], GG[2],  t4, t5, t6);
	and a9(t7, PG[3], GG[2]);
	and a10(t8, PG[3], PG[2], GG[1]);
	and a11(t9, PG[3], PG[2], PG[1], GG[0]);
	and a12(t10, PG[3], PG[2], PG[1], PG[0], cin);
	or  a13(cout, GG[3], t7, t8, t9, t10);
endmodule
`timescale 1ns / 1ps
module thirtytwobitlookaheadadder(output [31:0]S, output cout, input [31:0]A, input [31:0]B, input cin);
	wire c;
	internibblecarrylookahead16bit f0 (S[15:0], c, A[15:0], B[15:0], cin);
	internibblecarrylookahead16bit f1 (S[31:16], cout, A[31:16], B[31:16], c);
endmodule
==> reports/qor.rpt <==
===============================================================================
Seq. cell area ...................................................        0 µm²
Count of clock-net buffers in the final layout ...................            0
Area of the synthesized netlist per yosys stat ................... 0.002046 mm²
Antenna violations before repair .................................            0
Uppermost routed layer ...........................................         met3
Slew @ Worst Pin .................................................     465.5 ps
Highest net fanout along the worst path ..........................            3
Post-CTS Setup Bufs ..............................................            0
Relative contribution of combinational cells to total power ......        1.000
Final HPWL from detailed placement ...............................     4.148 mm
Met1 layer wirelength in the final routing .......................     1.992 mm
Total power divided by cell area ................................. 37.89 mW/mm²
Total standard cell area after synthesis ......................... 0.002046 mm²
Yosys synthesis warning count ....................................            0
Switching power as a share of total power ........................       0.3444
First drt pass iteration count ...................................           12
Growth of design area from synthesis to finish ...................       52.66%
Startpoint kind of the worst setup timing path ................... primary input
Horizontal die size ..............................................     84.58 µm
Floorplan core density ...........................................       0.3167
Detail Route met3 WL .............................................       158 µm
Sequential cell count of the final layout ........................            0
Relative slew margins ............................................       0.6856
RePlAce Congestion ...............................................       0.8289
Fraction of power consumed by the clock network ..................            0
Number of hold buffers added after CTS ...........................            0
Max IR drop VDD .................................................. 0.00001813 V
Share of Yosys cell area claimed by the top area cell type .......       0.3914
Cells after Synth ................................................          272
Tool warnings ....................................................           72
Yosys top cell by area ........................................... sky130_fd_sc_hd__ha_1
Total cells reported by yosys after synthesis ....................          272
Average detailed-routed wire length per instance .................     9.716 µm
Reported net switching power .....................................   0.04076 mW
Tally of unique sky130hd cells used after synthesis ..............           38
Maximum number of pins on one net before global-route repair .....            5
Mean instance size in the synthesized netlist ....................    7.521 µm²
Tmin final .......................................................      9073 ps
Site row count ...................................................           29
Ranking of synthesized cells by area ............................. sky130_fd_sc_hd__ha_1 39%, sky130_fd_sc_hd__inv_1 17%, sky130_fd_sc_hd__fa_1 7.8%, sky130_fd_sc_hd__xnor2_1 6.0%, sky130_fd_sc_hd__xor2_1 4.3%
Hold crit path type .............................................. primary input to output port
Met2 WL post-DR ..................................................     2.192 mm
Result of the run ................................................ finished, final reports clean
I/O pin cnt ......................................................           98
Chip area ........................................................ 0.007153 mm²
Seq pwr share ....................................................            0
Setup repair after global routing missed its margin ..............           no
Filler cell count ................................................          625
Post-cts sizing count ............................................            0
Internal power contribution ......................................   0.07757 mW
Final Routed Wirelength ..........................................     4.343 mm
Smallest setup slack after layout ................................      5027 ps
Worst setup timing slack at the placement stage ..................      5001 ps
Max-cap viol count ...............................................            0
Via count of the first global-routing pass .......................         1862
Number of antenna-violating nets in the routed design ............            0
Post-route insts no fill .........................................          447
Leak Pwr .........................................................     1.639 nW
Count of final hold-check violations .............................            0
Input/output buffers .............................................           98
Max-slew violation count .........................................            0
Placed instance count ............................................          447
Total Neg Setup Slack ............................................         0 ps
First-pass GRT wire length .......................................     7.541 mm
Residual DRC .....................................................            0
Kind of capture point of the worst setup path ....................  output port
Part of the cycle the worst path needs ...........................       0.6435
Number of DRC markers after the initial detailed-route iteration .           56
Category of the most critical setup path ......................... primary input to output port
Peak Freq ........................................................   0.1102 GHz
Overall fraction of global-route tracks in use ...................       0.1274
Via count ........................................................         1874
Antenna diode count ..............................................            0
Routed via count divided by cell count ...........................        4.192
Register area share after synthesis ..............................            0
Fraction of final layout cells sized beyond drive strength 1 .....      0.02432
Final tally of setup violations ..................................            0
Crit path required time ..........................................     11280 ps
Core Area ........................................................ 0.006459 mm²
Total gr overflow ................................................            0
Arrival time at the worst endpoint ...............................      6250 ps
Vertical extent of the die .......................................     84.58 µm
===============================================================================
-- path summary, 6_finish.rpt --
check | start | end | slack (ps) | cells after the start
max | B[0] | S[20] | 5030 | 14
min | cin | S[0] | 6690 | 5
-- area by class of cell --
| type | count | area (µm²) | share of cell area |
|---|---|---|---|
| tap | 77 | 96.34 | 0.03085 |
| timing repair buffer | 98 | 980.9 | 0.3141 |
| multi-input combinational | 181 | 1704 | 0.5457 |
| inverter | 91 | 341.6 | 0.1094 |
-- synthesized netlist by cell type (2+ instances only) --
cell	n
sky130_fd_sc_hd__a21oi_1	17
sky130_fd_sc_hd__fa_1	8
sky130_fd_sc_hd__ha_1	64
sky130_fd_sc_hd__inv_1	91
sky130_fd_sc_hd__nand2_1	6
sky130_fd_sc_hd__nor2_1	14
sky130_fd_sc_hd__nor2b_1	5
sky130_fd_sc_hd__nor3_1	3
sky130_fd_sc_hd__o21ai_0	3
sky130_fd_sc_hd__o21bai_1	7
sky130_fd_sc_hd__o31ai_1	4
sky130_fd_sc_hd__or3_1	2
sky130_fd_sc_hd__xnor2_1	14
sky130_fd_sc_hd__xor2_1	10
-- power groups by stage --
stage         logic (mW)  registers, mW  clock network, mW
CTS                0.121              0                  0
global route       0.133              0                  0
finish             0.118              0                  0
-- critical path, stage by stage --
cell and delay (ps):
sky130_fd_sc_hd__clkdlybuf4s50_1 430, sky130_fd_sc_hd__inv_1 110, sky130_fd_sc_hd__ha_1 150, sky130_fd_sc_hd__nor2b_1 50
sky130_fd_sc_hd__o311ai_1 340, sky130_fd_sc_hd__o41ai_2 150, sky130_fd_sc_hd__o2111ai_1 350, sky130_fd_sc_hd__nand2_1 130
sky130_fd_sc_hd__o41ai_1 410, sky130_fd_sc_hd__o21bai_1 170, sky130_fd_sc_hd__a21oi_1 200, sky130_fd_sc_hd__fa_1 440
sky130_fd_sc_hd__inv_1 60, sky130_fd_sc_hd__clkdlybuf4s50_1 450
-- metrics by stage --
| stage | power (mW) | cell area (µm²) | utilization | hold slack (ps) |
|---|---|---|---|---|
| after floorplan | 0.04881 | 2046 | - | 5747 |
| after CTS | 0.1209 | 3123 | 0.4835 | 6695 |
| final | 0.1183 | 3123 | 0.4835 | 6686 |
| after global placement | 0.1203 | 3123 | 0.4835 | 6695 |
| after global routing | 0.1329 | 3123 | 0.4835 | 6748 |
| after detailed placement | 0.1198 | 3123 | 0.4835 | 6698 |
-- cells by family after synthesis --
logic type      share of synthesized area
compound gates                     0.1725
fa+ha+maj                          0.4697
simple gates                      0.08808
xor+xnor                           0.1028
buf+inv                            0.1670
-- cells in the final DEF (no fill, tap or decap), types with 2 or more instances in the layout --
| cell type | n |
|---|---|
| sky130_fd_sc_hd__nor3_1 | 3 |
| sky130_fd_sc_hd__o31ai_1 | 4 |
| sky130_fd_sc_hd__o21ai_0 | 3 |
| sky130_fd_sc_hd__xor2_1 | 10 |
| sky130_fd_sc_hd__clkdlybuf4s50_1 | 98 |
| sky130_fd_sc_hd__or3_1 | 2 |
| sky130_fd_sc_hd__nor2b_1 | 5 |
| sky130_fd_sc_hd__ha_1 | 64 |
| sky130_fd_sc_hd__o21bai_1 | 7 |
| sky130_fd_sc_hd__xnor2_1 | 14 |
| sky130_fd_sc_hd__nand2_1 | 6 |
| sky130_fd_sc_hd__a21oi_1 | 17 |
| sky130_fd_sc_hd__nor2_1 | 14 |
| sky130_fd_sc_hd__fa_1 | 8 |
| sky130_fd_sc_hd__inv_1 | 91 |
-- metal layers --
layer / track usage / up-vias
met4: 0 / 0
met2: 0.2439 / 38
li1: - / 1033
met3: 0.005976 / 0
met5: 0 / -
met1: 0.1690 / 803
Power and IR drop assume default switching activity.
